## flow/constraint.sdc

```tcl
current_design Adaptor_display

set clk_period 5.4
set clk_io_pct 0.2

create_clock -name clk0 -period $clk_period [get_ports {clk}]

set non_clock_inputs [all_inputs -no_clocks]
set_input_delay [expr $clk_period * $clk_io_pct] -clock clk0 $non_clock_inputs
set_output_delay [expr $clk_period * $clk_io_pct] -clock clk0 [all_outputs]
```

## flow/run.sh

```bash
#!/bin/bash
# OpenROAD 26Q1-2900-gdf79404cd8, Yosys 0.63+post, stock flow scripts
make -C /OpenROAD-flow-scripts/flow DESIGN_CONFIG=/design/flow/config.mk WORK_HOME=/design/flow/orfs finish
```

## flow/config.mk

```make
export PLATFORM = sky130hd
export DESIGN_NAME = Adaptor_display
export DESIGN_NICKNAME = Adaptor_display
export VERILOG_FILES = /design/flow/design.v
export SDC_FILE = /design/flow/constraint.sdc
export NUM_CORES = 4
export LEC_CHECK = 1
export CORE_UTILIZATION = 50
```

## flow/design.v

```verilog
module Adaptor_display(input logic clk, input logic [15:0] input_value, output logic [3:0] disp_en, output logic [6:0]seg7_output);
	logic  refresh_clock;							 
	logic  [1:0] current_display;					 
	logic  [6:0] output_digit;					 
	logic  [6:0] digit3, digit2, digit1, digit0;	 
	clockDivider10KHz refreshClock(	.clk(clk),
								.divided_clk(refresh_clock));
	displaySelector dSelect(.refresh_clk(refresh_clock),
							.dispSelect(current_display));
	activateDisplay dispEn(	.dispSelect(current_display),
							.dispID(disp_en));
	hex_decoder first(.clk(clk),.hex_digit(input_value[3:0]),.segments(digit0));
	hex_decoder second(.clk(clk),.hex_digit(input_value[7:4]),.segments(digit1));
	hex_decoder third(.clk(clk),.hex_digit(input_value[11:8]),.segments(digit2));
	hex_decoder fourth(.clk(clk),.hex_digit(input_value[15:12]),.segments(digit3));
	bcdSelector bcd_select(	.x0(digit0), 
							.x1(digit1),
							.x2(digit2),
							.x3(digit3),
							.s(current_display),
							.y(output_digit));
	bcdTo7Segment bcd1(	.x(output_digit), 
						.curr_disp(current_display),
						.seg(seg7_output));
endmodule
module clockDivider10KHz(input logic clk, output logic divided_clk);
	localparam div_value = 6249;  
	integer counter_value = 0;
	always@ (posedge clk)
		begin
			if(counter_value == div_value) begin
				divided_clk <= ~divided_clk;
				counter_value <= 0;
				end
			else begin
				divided_clk <= divided_clk;
				counter_value <= counter_value + 1;
				end
		end
endmodule
module displaySelector(input logic refresh_clk, output logic [1:0] dispSelect);
	always @(posedge refresh_clk)
		dispSelect <= dispSelect + 1;
endmodule
module activateDisplay(input logic [1:0] dispSelect, output logic [3:0] dispID);
	always@ (dispSelect)
		begin
			case(dispSelect)
				2'b00: dispID = 4'b1110;
				2'b01: dispID = 4'b1101;
				2'b10: dispID = 4'b1011;
				2'b11: dispID = 4'b0111;
				default:  dispID = 4'b1111;
			endcase
		end
endmodule
module hex_decoder(input logic clk,input logic [3:0] hex_digit, output logic [6:0] segments);
    always @(posedge clk)
        case (hex_digit)
            4'h0: segments = 7'b100_0000;
            4'h1: segments = 7'b1111_001;
            4'h2: segments = 7'b010_0100;
            4'h3: segments = 7'b011_0000;
            4'h4: segments = 7'b001_1001;
            4'h5: segments = 7'b001_0010;
            4'h6: segments = 7'b000_0010;
            4'h7: segments = 7'b111_1000;
            4'h8: segments = 7'b000_0000;
            4'h9: segments = 7'b001_1000;
            4'hA: segments = 7'b000_1000;
            4'hB: segments = 7'b000_0011;
            4'hC: segments = 7'b100_0110;
            4'hD: segments = 7'b010_0001;
            4'hE: segments = 7'b000_0110;
            4'hF: segments = 7'b000_1110;   
            default: segments = 7'b000_000;
        endcase
endmodule
module bcdSelector(input logic [6:0] x0, input logic [6:0] x1, input logic [6:0] x2, 
					input logic [6:0] x3, input logic [1:0] s, output logic [6:0]y);
	always@(x0, x1, x2, x3, s)
		case(s)
			0: y = x0;
			1: y = x1;
			2: y = x2;
			3: y = x3;
			default: y = 6'bxx;
		endcase
endmodule
module bcdTo7Segment(input logic [6:0] x, input logic [1:0] curr_disp, output logic [6:0] seg);
	always @(x,curr_disp) begin						
	   seg[6] = x[6];
	   seg[5] = x[5];
	   seg[4] = x[4];
	   seg[3] = x[3];
	   seg[2] = x[2];
	   seg[1] = x[1];
	   seg[0] = x[0];
	end
endmodule
```

==> job_summary.md <==
## Synthesis and layout report

| Metric | Value |
|---|---|
| Placed insts | 424 |
| Delay-heaviest family, CP | AND-OR/OR-AND gates |
| Area fraction in mux cells | 0.0457 |
| Final worst path period share | 0.491 |
| First-pass GRT wire length | 9890 um |
| Ys async rst share | 0 |
| Crit-path max cell delay | 0.42 ns |
| Layout area overhead | 18.0% |
| Synth Area in Simple Gates | 0.206 |
| Logic pwr share | 0.085 |
| Hold Crit Start | refreshClock.counter_value[28] |
| Hold-fix buffer count after cts | 0 |
| Worst-Margin Slew | approximately 0.6 ns |
| Setup Buffers After CTS | 0 |
| Slew Limit Headroom | 0.599 |
| Worst setup SP type | flop |
| Layout cell share with drive strength beyond 1 | 0.0740 |
| DRC Markers | 0 |
| R2R Path Start | refreshClock.counter_value[0] |
| Final instance area | 3710 um^2 |
| Seq cells post-synth | 63 |
| DRT iter0 DRCs | 156 |
| Vias in the first global route | 2077 |
| Tool warnings | about 46 |
| Pint | 825 uW |
| Crit end category | output pin |
| Switching Fraction | 0.212 |
| Crit-path cells | a222oi_1 -> a21oi_1 -> clkdlybuf4s50_1 |
| Most common logic cells in the final layout | dfxtp_1 (62), nor2_1 (35), clkdlybuf4s50_1 (27) |
| CP Class | flop to output pin |
| Antenna violations before repair | 0 |
| Vias per inst | 5.45 |
| DRT Pass-1 Iters | 5 |
| Ys flop type | dfxtp_1 |
| DIE HEIGHT | 81.3 um |
| CTS max path bufs | 2 |
| Synth warnings | 6 |
| Root buffer cell | clkbuf_8 |
| XOR/XNOR share of the synthesized area | 0.0835 |
| Critical R2R Capture | refreshClock.divided_clk |
| Number of inserted diodes | 0 |
| Netlist Area Pre-Place | 3150 um^2 |
| Leakage power | 1.50 nW |
| Endpoints left unconstrained | 6 |
| Arr. time, crit path | 1.57 ns |
| Power Density | 282 nW/um^2 |
| PortBufs | 27 |
| CTS resizes | 0 |
| FP Util | 0.525 |
| Hold Path Cell Cnt | 1 |
| Maximum Capacitance Violations | 0 |
| Post-synth seq share | 0.404 |
| Ys cells | ~330 |
| Net switching power | 222 uW |
| RSZ-0062 raised after global routing | no |
| Final setup margin | 2.75 ns |
| Adder-cell area share of the yosys netlist | 0.103 |
| Wire per inst | 13.4 um |
| CP max FO | 1 |
| Total core area | between 5000 and 6000 um^2 |
| Crit path DRT | 4.32 ns |
| Total track usage | 0.200 |
| Clk pwr share | 0.458 |
| Setup Skew | 0.00576 ns |
| Synthesis area per yosys | about 3100 um^2 |
| Largest net degree at the start of global routing | 16 |
| Via count | 2396 |
| Hold Path Sink | refreshClock.counter_value[28] |
| Hold Crit Class | flop to flop |
| Fin crit period | 2.65 ns |
| Post-Syn Instances | 333 |
| Outcome | finished clean |
| Worst-path clk slew | 0.07 ns |
| Post-route ant nets | 0 |
| CTS tree | built |
| Layout Cells excl Fill | 440 |
| Max-slew violation count | 0 |
| I/O Pins | 28 |
| Register pins left without a clock | 2 |
| Post-synth EDFFs | 1 |
| Synth logic family | simple AND/OR/NAND/NOR gates |
| Reg2Reg Setup Slack | around 3.4 ns |
| Final hold violations | 0 |
| WP buf/inv | 1 |
| Placed instance area | 3470 um^2 |
| Fmax | 377 MHz |
| CP max stage cell | clkdlybuf4s50_1 |
| Pre-CTS WS | 2.77 ns |
| Final setup vio count | 0 |
| Reg power frac | 0.457 |
| H-tree levels | 3 |
| Setup_tns | 0 ns |
| Stages on the worst setup path | 3 |
| Width of the die | between 80 and 90 um |
| Cell Rows | 28 |
| Total congestion overflow | 0 |
| Dpl hpwl | 4200 um |
| Worst-Skew Late Latency | 0.33 ns |
| Synthesized area per cell | roughly 9.4 um^2 |
| R2R cell count | 4 |
| Library cells used by synthesis | 39 |
| Total CTS buffers | 9 |
| Max IR drop VDD | 0.000187 V |
| Most frequent logic cell in the layout | dfxtp_1 |
| DRT Wirelength | 5890 um |
| Gp weighted congestion | 0.868 |
| Chip area | approximately 6600 um^2 |
| Compound Share, Synth | 0.115 |
## registers in the layout, indices dropped and copies added (netlist names)
| name | count |
|---|---|
| refreshClock.counter_value | 32 |
| first.segments | 7 |
| fourth.segments | 7 |
| second.segments | 7 |
| third.segments | 7 |
| dSelect.dispSelect | 2 |
| refreshClock.divided_clk | 1 |
## metrics by stage
stage / hold WS (ns) / power (mW) / utilization
floorplan: 0.436 / 0.536 / -
global placement: 0.466 / 0.577 / 0.579
detailed placement: 0.469 / 0.576 / 0.579
CTS: 0.479 / 1.06 / 0.619
global route: 0.506 / 1.09 / 0.619
finish: 0.484 / 1.05 / 0.619
## area by class of cell
class                           count  area [um^2]
Sequential cell                    63         1270
Clock inverter                      3         65.1
Multi-Input combinational cell    235         1740
Inverter                           24         90.1
Fill cell                         495         2280
Timing Repair Buffer               27          270
Tap cell                           75         93.8
Clock buffer                       13          179
## kinds of logic after synthesis
kind of cell / Yosys count
buffers and inverters: 35
AND-OR/OR-AND: 53
flip-flops: 63
multiplexers: 14
AND/OR/NAND/NOR: 112
XOR/XNOR: 30
adder cells (fa/ha/maj): 26
## cell usage after synthesis (2+ instances only)
master | number | area [um^2]
buf_1 | 2 | 7.51
inv_1 | 24 | 90.1
mux2_2 | 3 | 33.8
o21ai_0 | 15 | 75.1
or3_1 | 4 | 25.0
nor4_1 | 7 | 43.8
or3b_2 | 2 | 17.5
a21oi_1 | 12 | 60.1
xnor2_1 | 24 | 210
o32ai_1 | 2 | 17.5
nand3_1 | 15 | 75.1
a222oi_1 | 7 | 70.1
nand2b_1 | 3 | 18.8
nand4_1 | 11 | 68.8
clkbuf_1 | 8 | 30.0
and4_1 | 2 | 17.5
a22o_1 | 6 | 52.6
dfxtp_1 | 62 | 1240
mux2i_1 | 11 | 110
nand2_1 | 15 | 56.3
o22ai_1 | 3 | 18.8
and3_1 | 4 | 25.0
o31ai_1 | 3 | 22.5
nor4_4 | 3 | 63.8
ha_1 | 26 | 325
a32o_1 | 3 | 30.0
nor3_1 | 4 | 20.0
xor2_1 | 6 | 52.6
nand4_4 | 2 | 42.5
nor2_1 | 35 | 131
## how the worst max path moves through the flow
stage	startpoint	to	slack, ns
after CTS	third.segments[4]	seg7_output[4]	2.73
after global routing	third.segments[5]	seg7_output[5]	2.64
final	third.segments[4]	seg7_output[4]	2.75
## layer usage
metal  GRT usage  part of all wire  vias up  routed length (um)
met1       0.335              0.55     1109                3220
li1            -                 -     1241                   -
met3      0.0570             0.050        5                 296
met4      0.0179             0.010        0                  59
met2       0.268              0.39       41                2310
met5           0                 0        -                   0
## power groups by stage
stage         Clock, mW  Sequential (mW)  Combinational [mW]
CTS               0.491            0.478              0.0893
global route      0.514            0.479               0.101
finish            0.479            0.478              0.0894
## worst reg2reg max path, stage by stage (launching register included)
cell and delay, ns:
dfxtp_1 0.41, ha_1 0.19, nor4b_1 0.32, nand4_1 0.24, nor4_4 0.49
No activity file was given, so power comes from the tool's default toggle rates.
