==> ./design.v <==
`timescale 1ns / 1ps
module alu( 
    input [3:0] s,
    input signed [15:0] a,
    input signed [15:0] b,
    output logic [15:0] f,
    output logic ovf,
    output logic take_branch
    );
    always_comb  begin
        case(s)
            4'b0000: begin
                f=a+b;
                take_branch=0;
                ovf=a[15]&b[15]&~f[15]|~a[15]&~b[15]&f[15];
                end
           4'b0001 : begin
                f=~b; 
                ovf=0;
                take_branch=0;
                end
          4'b0010 : begin
                f=a&b;
                ovf=0;
                take_branch=0;
                end
          4'b0011 : begin
                f=a|b;
                ovf=0;
                take_branch=0;
                end
          4'b0100 : begin
                f=a>>>b;
                ovf=0;
                take_branch=0;
                end
         4'b0101 : begin
                f=a<<b;
                ovf=0;
                take_branch=0;
                end
        4'b0110 : begin
                f=0;
                ovf=0;
                take_branch=a===0;
                end
        4'b0111 : begin
                f=0;
                ovf=0;
                take_branch=a!==0;
                end
        4'b1000 : begin
                f=a^b;
                ovf=0;
                take_branch=0;
                end
        default : begin
                f=0;
                ovf=0;
                take_branch=0;
                end
        endcase
end
endmodule
==> ./run.sh <==
#!/bin/bash
# OpenROAD 26Q1-2900-gdf79404cd8, Yosys 0.63+post, stock flow scripts
make -C /OpenROAD-flow-scripts/flow DESIGN_CONFIG=/design/flow/config.mk WORK_HOME=/design/flow/orfs finish
==> ./config.mk <==
export PLATFORM = sky130hd
export DESIGN_NAME = alu
export DESIGN_NICKNAME = alu
export VERILOG_FILES = /design/flow/design.v
export SDC_FILE = /design/flow/constraint.sdc
export NUM_CORES = 4
export LEC_CHECK = 1
export CORE_UTILIZATION = 30
==> ./constraint.sdc <==
current_design alu

set clk_period 16.1
set clk_io_pct 0.2

create_clock -name clk0 -period $clk_period

set non_clock_inputs [all_inputs -no_clocks]
set_input_delay [expr $clk_period * $clk_io_pct] -clock clk0 $non_clock_inputs
set_output_delay [expr $clk_period * $clk_io_pct] -clock clk0 [all_outputs]
==> flow_summary_export.csv <==
group,metric,value,unit
placed_design,final_wtd_congestion,1.00,
drt,antenna_violating_nets_post_route,0,
setup_path,startpoint_type,"input port",
global_route,grt_overflow_total,0,
floorplanning,floorplan.core_util,31.0,%
drt,drt_wl_total,14000,um
final_layout,sequential_cell_area,0,um2
floorplanning,coreArea,10900,um2
drt,num_vias,4020,
setup_path,data_arrival_at_the_endpoint_of_the_critical_path,7.14,ns
setup_path,critPathLaunch,"b[2]",
outcome,status,"completed",
synthesis,syn-instance-count,475,
drt,detailedRoute.firstPassIterationCount,5,
synthesis,synthesis.area,3390,um2
synthesis,synth_area_per_cell,7.14,um2
placed_design,port_buffer_cells,54,
final_layout,layout.clock_buffers,0,
timing,post-route-period-util,64.3,%
floorplanning,design.portCount,54,
placed_design,place.detailed.hpwl,11100,um
synthesis,synth_top_area_share,11.8,%
global_route,grt_use_total,25.1,%
hold_path,min_delay_path_depth,6,
timing,tightestPinTransition,0.933,ns
synthesis,synth-seq-area-share,0,%
final_layout,drive_gt1_share,8.63,%
final_layout,nFillCells,1155,
synthesis,ys_area,3390,um2
timing,worst_slew_margin_rel,37.6,%
floorplanning,die_w,108,um
synthesis,synth.top_cells.by_area,"sky130_fd_sc_hd__ha_1 12%, sky130_fd_sc_hd__mux2i_1 8.6%, sky130_fd_sc_hd__mux4_2 8.0%",
final_layout,syn_to_final_growth,19.0,%
clock_network,postCtsSetupBuffers,0,
drt,post_drt_wl_per_cell,21.6,um
synthesis,largest_area_cell,"sky130_fd_sc_hd__ha_1",
clock_network,cts_resized,0,
global_route,antenna_found_initial,0,
setup_path,end_kind,"output pin",
timing,timing.hold.ws,7.67,ns
drt,route.detailed.vias_per_inst,6.18,
synthesis,synth.top_cells.by_count,"45 x sky130_fd_sc_hd__nor2_1, 45 x sky130_fd_sc_hd__o21ai_0, 39 x sky130_fd_sc_hd__inv_1",
timing,rsz0062_at_grt,"no",
setup_path,crit_slowest_cell,"sky130_fd_sc_hd__inv_1",
global_route,grt_max_degree,44,
final_layout,finalInstanceArea,4030,um2
timing,layout_min_cycle_time,10.36,ns
timing,setup_total_negative_slack,0,ns
setup_path,crit_path_cell_trace,"clkdlybuf4s50_1 -> buf_4 -> inv_1 -> ha_1 -> nor2b_1 -> o31a_1 -> or4_1 -> a21oi_1 -> mux2_2 -> a211o_1 -> clkdlybuf4s50_1",
synthesis,ys_cells,475,
timing,finalHoldViolCount,0,
placed_design,placed_cell_area,4030,um2
hold_path,hold_path_class,"in -> out",
pwr,leakage,1.58,nW
setup_path,worst-path-max-fanout,26,
floorplanning,die-height,108,um
setup_path,worst_setup_path_endpoint,"f[14]",
synthesis,synthDistinctLibCells,72,
drt,drc,0,
setup_path,cp_data_required_time,12.88,ns
run,warning_count,48,
global_route,first_global_vias,3832,
drt,antenna_cells,0,
setup_path,cp_slowest_stage_delay,0.59,ns
floorplanning,full_die_area,11700,um2
drt,drtIter0Drc,338,
pwr,ir_worst_vdd,0.00997,mV
timing,slew_viol_final,0,
run,maxCapViolCount,0,
timing,max_freq,96.6,MHz
final_layout,seq_cells,0,
global_route,grt_first_pass_wirelength,22000,um
timing,setup_violations,0,
setup_path,crit_type,"in -> out",
synthesis,synth-warning-count,1,
setup_path,critical_path.most_common_cell,"sky130_fd_sc_hd__clkdlybuf4s50_1",
floorplanning,number_of_rows_in_the_core_area,38,
pwr,pwr_density_cell,29.1,nW/um2
clock_network,cts_hold_repair.buffers,0,
power breakdown:
part	total, W	internal [W]	switching, W
Combinational	0.000117	0.0000510	0.0000664
Sequential	0	0	0
Clock	0	0	0
Total	0.000117	0.0000510	0.0000664
how the worst min path moves through the flow:
stage / start / end / slack (ns)
after CTS: b[1] / f[1] / 7.68
after global routing: b[15] / ovf / 7.77
final: b[1] / f[1] / 7.67
cell families after synthesis:
kind of cell / synth area share, %
adders and majority gates: 12.4
AOI/OAI and AO/OA: 35.2
muxes: 18.5
and+or+nand+nor: 22.7
buffers and inverters: 8.27
xor gates and xnor gates: 2.84
final cells by class:
| class | instances | area, um2 | share of cell area (%) |
|---|---|---|---|
| Timing Repair Buffer | 62 | 596 | 14.8 |
| Multi-Input combinational cell | 409 | 3120 | 77.3 |
| Inverter | 39 | 146 | 3.63 |
| Tap cell | 140 | 175 | 4.34 |
cell usage in the layout (no fill, tap or decap), types with 7 or more instances in the layout:
| cell | count |
|---|---|
| sky130_fd_sc_hd__ha_1 | 32 |
| sky130_fd_sc_hd__buf_4 | 8 |
| sky130_fd_sc_hd__nor3_1 | 7 |
| sky130_fd_sc_hd__a22oi_1 | 7 |
| sky130_fd_sc_hd__mux4_2 | 12 |
| sky130_fd_sc_hd__nand2_1 | 36 |
| sky130_fd_sc_hd__clkdlybuf4s50_1 | 53 |
| sky130_fd_sc_hd__a21oi_1 | 31 |
| sky130_fd_sc_hd__nand3_1 | 13 |
| sky130_fd_sc_hd__nor2_1 | 45 |
| sky130_fd_sc_hd__nor4_1 | 9 |
| sky130_fd_sc_hd__o211ai_1 | 8 |
| sky130_fd_sc_hd__o2bb2ai_1 | 8 |
| sky130_fd_sc_hd__o21ai_0 | 45 |
| sky130_fd_sc_hd__mux2i_1 | 29 |
| sky130_fd_sc_hd__inv_1 | 39 |
routing by layer:
metal / routed length [um] / GRT usage [%]
met5: 0 / 0
met4: 344 / 6.27
met3: 1270 / 4.54
met2: 6350 / 39.7
met1: 6070 / 35.3
per-stage QoR:
| step | utilization (%) | power (W) | worst slack [ns] | cells |
|---|---|---|---|---|
| detailed placement | 36.9 | 0.000115 | 5.80 | 650 |
| global placement | 36.9 | 0.000115 | 5.84 | 650 |
| finish | 36.9 | 0.000117 | 5.74 | 650 |
| CTS | 36.9 | 0.000116 | 5.77 | 650 |
| floorplan | - | 0.0000711 | 7.20 | 475 |
| global route | 36.9 | 0.000128 | 5.56 | 650 |
worst max-delay path, delay by kind of cell:
family	cells	cell delay (ns)
simple gates	2	0.67
compound gates	3	0.83
mux	1	0.38
buf+inv	4	1.62
fa+ha+maj	1	0.40
Power is estimated from default activity; no workload was simulated.
