[flow/run.sh]
#!/bin/bash
# OpenROAD 26Q1-2900-gdf79404cd8, Yosys 0.63+post, stock flow scripts
make -C /OpenROAD-flow-scripts/flow DESIGN_CONFIG=/design/flow/config.mk WORK_HOME=/design/flow/orfs finish
[flow/config.mk]
export PLATFORM = sky130hd
export DESIGN_NAME = regfile
export DESIGN_NICKNAME = regfile
export VERILOG_FILES = /design/flow/design.v
export SDC_FILE = /design/flow/constraint.sdc
export NUM_CORES = 4
export LEC_CHECK = 1
export CORE_UTILIZATION = 40
[flow/constraint.sdc]
current_design regfile

set clk_period 4.5
set clk_io_pct 0.2

create_clock -name clk0 -period $clk_period [get_ports {clk}]

set non_clock_inputs [all_inputs -no_clocks]
set_input_delay [expr $clk_period * $clk_io_pct] -clock clk0 $non_clock_inputs
set_output_delay [expr $clk_period * $clk_io_pct] -clock clk0 [all_outputs]
[flow/design.v]
`timescale 1ns / 1ps
module regfile(input logic rst, input logic clk, 
                input logic wr_en, input logic [2:0] rd0_addr,
                input logic [2:0] rd1_addr, input logic [2:0] wr_addr,
                input logic [15:0] wr_data, output logic [15:0] rd0_data,
                output logic [15:0] rd1_data
    );
   logic [15:0] array [0:7];
   assign rd0_data=array[rd0_addr];
   assign rd1_data=array[rd1_addr];
    always @(posedge clk or posedge rst) begin
        if(rst==1)
        begin 
            array [0]<=16'd0;
            array [1]<=16'd0;
            array [2]<=16'd0;
            array [3]<=16'd0;
            array [4]<=16'd0;
            array [5]<=16'd0;
            array [6]<=16'd0;
            array [7]<=16'd0;
            end
        else if(wr_en==1) 
            begin 
            array[wr_addr]<=wr_data;
            end
        end
endmodule
==> results.py <==
# Generated from Yosys and OpenROAD reports
metrics = {
    "yosys": {
        "syn-cell-area_sq_um": 7230,
        "ys_cells": 621,
        "synthCells": 621,
        "synth_area_per_cell_sq_um": 11.6,
        "ys_types": 45,
        "synth-edff-count": 0,
        "ys_area_sq_um": 7230,
        "synth_flop_count": 128,
        "synthArstFlopShare_pct": 100,
        "yosysWarnings": 2,
        "ys_seq_share_pct": 44.3,
        "ff_type": "dfrtp_1",
    },
    "clock_tree": {
        "cts.sinks": 128,
        "cts_tree": "done",
        "clock_latency_ns": 0.40,
        "numCtsBuffers": 17,
        "cts_root_buf": "clkbuf_16",
        "ctsResizeCount": 0,
        "clk_pin_slew_ns": 0.06,
        "cts_setup_buffers": 0,
        "cts_max_level": 4,
        "clockBufferDepth": 2,
        "cts_hold_buf": 0,
    },
    "floorplanning": {
        "die_h_um": 136,
        "core_area_sq_um": 17500,
        "fp-row-count": 48,
        "floorplan.core_util_pct": 41.3,
        "dieArea_sq_um": 18600,
        "dieWidth_um": 136,
        "num_io_pins": 60,
    },
    "final_timing": {
        "fin_worst_skew_ns": 0,
        "hold_viol": 0,
        "fin_crit_sh_pct": 89.4,
        "fin_crit_ns": 4.02,
        "tightest_slew_ns": 0.922,
        "max_freq_ghz": 0.249,
        "tns_ns": 0,
        "rsz0062_at_grt": "false",
        "max_slew_margin_pct": 38.5,
        "finalSetupViolCount": 0,
        "drv_slew": 0,
    },
    "pwr": {
        "total_power_mw": 3.78,
        "peakVddDrop_uv": 248,
        "leakage_nw": 3.64,
        "p_per_area_nw_per_um2": 444,
    },
    "global_route": {
        "grt_pass1_wl_mm": 29.7,
        "antenna_found_initial": 0,
        "gr-total-overflow": 0,
        "grt_start_max_net_pins": 129,
        "grt_util_all_layers_pct": 22.1,
        "grt_pass1_vias": 5250,
    },
    "worst_setup_path": {
        "cp_max_fo": 9,
        "worstRegToRegCells": 1,
        "worstPathArrival_ns": 3.12,
        "crit_chain": "clkdlybuf4s50_1, nor2b_1, and2_1, buf_12, a21oi_1, a21oi_1, clkdlybuf4s50_1",
        "path_buffers": 3,
        "worst-setup-path-type": "input pin to primary output",
        "crit_family": "buffers and inverters",
        "critPathLaunch": "rd1_addr[2]",
        "cp_slowest_cell": "clkdlybuf4s50_1",
        "end_kind": "primary output",
        "required_ns": 3.60,
        "cp-start-kind": "input pin",
        "max_stage_delay_ns": 0.64,
        "rrSetupSlack_ns": 3.69,
        "r2r-start": "array[3][2]$_DFFE_PP0P_",
        "rr_endpoint": "array[3][2]$_DFFE_PP0P_",
    },
    "worst_hold_path": {
        "hold_depth": 1,
        "worstHoldEndpoint": "array[3][1]$_DFFE_PP0P_",
        "hp-class": "flop to flop",
        "hp-start": "array[3][1]$_DFFE_PP0P_",
    },
    "finish": {
        "drive_above_1_share_pct": 27.8,
        "fillerInstances": 1492,
        "largest_reg_flops": 128,
        "reg_top3": "array (128)",
        "regMostFlops": "array",
        "syn2layout_area_growth_pct": 17.9,
    },
    "drt": {
        "via_count": 5122,
        "drc": 0,
        "antenna_cells": 0,
        "drt_pass1_iterations": 5,
        "drt_iter0_drc": 242,
        "wire_per_inst_um": 20.7,
        "ant_nets": 0,
        "avgViaCountPerCell": 5.65,
        "routed_wl_mm": 18.7,
    },
    "place": {
        "io_buffers": 59,
        "place_congestion": 0.837,
        "dp_hpwl_mm": 11.4,
    },
    "run": {
        "warnings": 27,
        "cap_violations": 0,
    },
    "outcome": {
        "status": "finished clean",
    },
}
stage by stage:
stage          cell area, sq um  hold WS (ns)  util, %  worst slack, ns  std cells
2_1_floorplan              7230         0.477        -            0.187        621
3_3_place_gp               7920         0.498     45.3            0.567        874
3_5_place_dp               7920         0.507     45.3            0.515        874
4_1_cts                    8520         0.520     48.8            0.503        906
5_1_grt                    8520         0.540     48.8            0.390        906
6_report                   8520         0.518     48.8            0.477        906
cell type report:
type,instances,area [sq um],area share [%]
repair buffers,80,753,8.84
clock buffers,23,498,5.84
well taps,225,282,3.30
clock inverters,9,105,1.23
flip-flops and latches,128,3200,37.6
multi-input cells,421,3600,42.3
inverters,20,77.6,0.910
worst max-delay path by stage:
stage	endpoint	slack (ns)	cells after the start
after CTS	rd1_data[13]	0.50	7
after global routing	rd0_data[4]	0.39	8
final	rd1_data[13]	0.48	7
metal layers:
| layer | wire, um | track usage [%] | part of all wire (%) | up-vias |
|---|---|---|---|---|
| li1 | - | - | - | 2389 |
| met4 | 251 | 4.14 | 1.3 | 0 |
| met2 | 8350 | 32.0 | 45 | 174 |
| met3 | 1410 | 5.70 | 7.5 | 17 |
| met1 | 8740 | 34.7 | 47 | 2542 |
| met5 | 0 | 0 | 0 | - |
synthesized netlist by cell type (2+ instances only):
library cell,number,area [sq um]
a21oi_1,32,160
a211o_1,2,17.5
mux2i_1,32,320
a221oi_2,2,30.0
o21ai_0,21,105
a22o_1,4,35.0
buf_1,3,11.3
o22ai_1,2,12.5
nor2_1,46,173
o2bb2ai_1,12,105
clkbuf_1,8,30.0
nand4b_4,3,71.3
buf_4,11,82.6
nor3_4,2,32.5
o22a_1,11,96.3
dfrtp_1,128,3200
buf_2,18,90.1
and2_1,2,12.5
nor2b_4,2,27.5
mux2_4,17,255
a221oi_1,39,342
buf_8,2,30.0
mux2_1,11,124
or3_1,2,12.5
nor2b_1,13,81.3
a21o_1,8,60.1
mux2_2,96,1080
buf_6,9,101
a31oi_1,10,62.6
nand2b_1,12,75.1
nand2_1,24,90.1
mux4_2,5,113
nor3b_2,2,25.0
inv_1,19,71.3
cells by family after synthesis:
group	after synthesis	synth area share [%]
flops	128	44.3
compound gates	146	14.5
mux	161	26.2
simple gates	114	9.06
buf+inv	72	5.89
cells in the final DEF (no fill, tap or decap), types with 8 or more instances in the layout:
master	synthesis	final
a21o_1	8	8
a21oi_1	32	32
a221oi_1	39	39
a31oi_1	10	10
buf_4	11	19
clkbuf_16	0	17
clkdlybuf4s50_1	0	55
dfrtp_1	128	128
inv_1	19	18
mux2_1	11	11
mux2_2	96	96
mux2_4	17	17
mux2i_1	32	32
nand2_1	24	24
nand2b_1	12	12
nor2_1	46	46
nor2b_1	13	13
o21ai_0	21	21
o22a_1	11	11
o2bb2ai_1	12	12
power breakdown:
| group | internal (mW) | total [mW] | switching (mW) |
|---|---|---|---|
| clock | 0.887 | 1.37 | 0.482 |
| sequential | 1.41 | 1.59 | 0.181 |
| combinational | 0.494 | 0.828 | 0.334 |
Power is estimated from default activity; no workload was simulated.
